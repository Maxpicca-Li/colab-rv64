**flow/run.sh**
```bash
#!/bin/bash
# OpenROAD 26Q1-2900-gdf79404cd8, Yosys 0.63+post, stock flow scripts
make -C /OpenROAD-flow-scripts/flow DESIGN_CONFIG=/design/flow/config.mk WORK_HOME=/design/flow/orfs finish
```
**flow/config.mk**
```make
export PLATFORM = sky130hd
export DESIGN_NAME = div
export DESIGN_NICKNAME = div
export VERILOG_FILES = /design/flow/design.v
export SDC_FILE = /design/flow/constraint.sdc
export NUM_CORES = 4
export LEC_CHECK = 1
export CORE_UTILIZATION = 40
```
**flow/constraint.sdc**
```tcl
current_design div

set clk_period 32.3
set clk_io_pct 0.2

create_clock -name clk0 -period $clk_period [get_ports {clk}]

set non_clock_inputs [all_inputs -no_clocks]
set_input_delay [expr $clk_period * $clk_io_pct] -clock clk0 $non_clock_inputs
set_output_delay [expr $clk_period * $clk_io_pct] -clock clk0 [all_outputs]
```
**flow/design.v**
```verilog
typedef logic [2:0]     bytecnt_t;
typedef logic [7:0]     uint8_t;
typedef logic [15:0]    uint16_t;
typedef logic [31:0]    uint32_t;
typedef logic [63:0]    uint64_t;
typedef logic [127:0]   uint128_t;
typedef uint32_t        inst_t;
typedef uint64_t        addr_t;
typedef uint64_t        data_t;
typedef uint128_t       hilo_t;
interface cpu_ibus_if();
    logic        ena;
    logic        valid1;
    logic        valid2;
    addr_t       addr;
    inst_t       rdata1;
    inst_t       rdata2;
    modport master(
        output ena,
        input valid1, valid2,
        output addr,
        input rdata1,rdata2
    );
    modport slave(
        input ena,
        output valid1, valid2,
        input addr,
        output rdata1,rdata2
    );
endinterface
interface cpu_dbus_if();
    logic       ena;
    bytecnt_t   rlen;
    uint8_t     wea;
    addr_t      addr;
    data_t      wdata;
    data_t      rdata;
    modport master(
        output ena, wea, rlen,
        output addr,
        output wdata,
        input  rdata
    );
    modport slave(
        input ena, wea, rlen,
        input addr,
        input wdata,
        output  rdata
    );
endinterface
typedef logic[4:0] cpu_int_t;  
typedef logic[6:0] op_t;
typedef logic[4:0] regaddr_t;
typedef logic[2:0] funct3_t;
typedef logic[6:0] funct7_t;
typedef logic[5:0] funct6_t;
typedef logic[4:0] funct5_t;
typedef logic[5:0] shamt6_t;
typedef enum logic[6:0] { 
    ALU_NOP = 0,
    ALU_ADD, ALU_SUB, ALU_SLT, ALU_SLTU, 
    ALU_XOR, ALU_OR, ALU_AND, 
    ALU_SRL, ALU_SRA, ALU_SLL,
    ALU_LUI, ALU_JAL,
    ALU_MUL, ALU_DIV
} aluop_t;
typedef struct packed {
    logic       mem_read;    
    logic       mem_write;   
    aluop_t     alu_op;
    logic       alu_32;      
    logic       alu_hi;      
    logic       alu_sign1;   
    logic       alu_sign2;   
    logic       alu_pc;      
    logic       alu_shamt;
    logic       alu_imm;     
    logic       rs1_en;      
    logic       rs2_en;      
    logic       rd_en;       
    logic       b;           
    logic       j;           
    logic       jr;          
    logic       reversed;    
} decode_sign_t;
typedef struct packed {
    logic full;
    logic empty;
    logic almost_empty;  
} fifo_ctrl_t;
typedef struct packed {
    addr_t  pc;
    inst_t  instr;
    logic   valid;
} pipe_entry_t;
typedef struct packed {
    logic IF;
    logic ID;
    logic EX;
    logic MM;
    logic WB;
} stall_t;
typedef struct packed {
    logic IF;
    logic ID;
    logic EX;
    logic MM;
    logic WB;
} flush_t;
typedef struct packed {    
    logic       ena;
    logic       write;
    funct3_t    funct3;
    addr_t      addr;
    data_t      wdata;
} mempack_t;
typedef struct packed {
    logic     rd_en;
    regaddr_t rd;
    data_t    res;
} regpack_t;
typedef struct packed {
    data_t imm;
    data_t rs_data1;
    data_t rs_data2;
    data_t shamt;
} id2ex_t;
module div(
    input  wire     clk,
    input  wire     rst,
    input  wire     interrupt,
    input  wire     start,
    input  wire     sign1,
    input  wire     sign2,
    input  wire     get_hi,
    input  data_t   a,
    input  data_t   b,
    output logic    ready,
    output data_t   result_o
);
enum { IDLE, DIV_BY_ZERO, DIV_OVERFLOW, DIV_SRA, DIV_ON, SAVE_RESULT } state;
wire   a_sign = sign1 && a[64-1];  
wire   b_sign = sign2 && b[64-1];
data_t a_abs = (sign1 && a_sign) ? -a : a;
data_t b_abs = (sign1 && b_sign) ? -b : b;
wire   quo_sign = a_sign ^ b_sign;
wire   rem_sign = a_sign;
logic [6:0] cnt;
logic [64-1:0] divisor;  
logic [64:0] subtract;   
logic [2*64:0] dividend; 
data_t quo_res, rem_res;
assign subtract = {1'b0,dividend[2*64-1:64]} - {1'b0,divisor};
assign result_o = get_hi ? rem_res : quo_res;
data_t sra_quo = a >>> b;  
data_t sra_rem_tmp = a & (b-1);
data_t sra_rem = rem_sign ^ sra_rem_tmp[64-1] ? -sra_rem_tmp : sra_rem_tmp;
always_ff @ (posedge clk) begin
    if (rst) begin
        state <= IDLE;
        ready <= 0;
        {rem_res, quo_res} <= '0;
        cnt <= '0;
    end else begin
        case (state)
            IDLE: begin
                if(start && !interrupt) begin
                    if(b == 0) begin
                        state <= DIV_BY_ZERO;
                    end else if(sign1 && sign2 && (&a==1) && b==-1) begin
                        state <= DIV_OVERFLOW;
                    end else if(!b_sign && ((b & (b - 1)) == 0)) begin  
                        state <= DIV_SRA;
                    end else begin
                        state <= DIV_ON;
                        cnt <= '0;
                        dividend[64:0] <= {a_abs, 1'b0};
                        divisor <= b_abs;
                    end
                end else begin
                    ready <= 0;
                    {rem_res, quo_res} <= '0;
                end
            end
            DIV_BY_ZERO: begin
                dividend <= {a,1'b0,{64{1'b1}}};
                state <= SAVE_RESULT;
            end
            DIV_OVERFLOW: begin
                dividend <= {{64{1'b0}},1'b0,a};
                state <= SAVE_RESULT;
            end
            DIV_SRA: begin
                dividend <= {sra_rem,1'b0,sra_quo};
                state <= SAVE_RESULT;
            end
            DIV_ON: begin
                if(!interrupt) begin
                    if(cnt != 7'b1000000) begin
                        if(subtract[64] == 1'b1) begin                
                            dividend <= {dividend[2*64-1:0] , 1'b0};  
                        end else begin
                            dividend <= {subtract[64-1:0] , dividend[64-1:0] , 1'b1};  
                        end
                        cnt <= cnt + 1;
                    end else begin
                        state <= SAVE_RESULT;
                        cnt <= 6'b000000;
                        if(quo_sign) 
                            dividend[64-1:0] <= (~dividend[64-1:0] + 1);  
                        if(rem_sign ^ dividend[2*64]) 
                            dividend[2*64:64+1] <= (~dividend[2*64:64+1] + 1);
                    end
                end else begin
                    state <= IDLE;
                end	
            end
            SAVE_RESULT: begin
                rem_res <= dividend[2*64:64+1];
                quo_res <= dividend[64-1:0];
                ready <= 1;
                if(start == 0) begin
                    state <= IDLE;
                    ready <= 0;
                    {rem_res, quo_res} <= '0;
                end
            end
        endcase
    end
end
endmodule
```
==> summary.txt <==
fresh numbers from the pnr run: Crit path required time ~26 ns, Hold Vio Cnt, Final 0, WHS Path Cells 2, largest net degree at the start of global routing 73, clk latency late pin about 0.61 ns, FP Rows roughly 100, share of cells above drive strength 1 a little over 10%, Port Buffers a little under 200, IO Count 200, Hold Crit Endpoint ready$_SDFFE_PP0P_, R2R Path Start dividend[65]$_DFFE_PP_, die area 81500 um^2, final wirelength 175000 um, gate count of the mapped netlist 3977, final instance area 36730 um^2, crit path capture type primary output, Synth Flop Type edfxtp_1, Setup TNS 0 ns, crit path setup slack, layout 17.80 ns, Post-synth EDFFs 193, Yosys warnings 1, critical path class in2out, worst r2r path cells 12, Yosys top cell by area edfxtp_1, Worst R2R End dividend[79]$_DFFE_PP_, Area growth syn-to-layout 14.27%, number of DRC violations after detailed-routing iteration 0 ~4300, RSZ-0062 raised after global routing false, Post-CTS Resized 0, Die X about 290 um, fin crit share 44.88%, Synth top area share 18.03%, Setup crit start get_hi, Final min period 14.50 ns, Worst EP arrival about 8 ns, WHS slightly above 0.5 ns, FP Util about two fifths, initial antenna violation count 11, via/cell ratio around 6.7, TritonCTS clock tree yes, Crit Path Max Fanout 64, Synth area leaders edfxtp_1, dfxtp_1, ha_1, total track usage about 44%, Detailed Routing Iterations Pass 1 6, DIE HEIGHT roughly 290 um, crit-path max cell delay just over 0.6 ns, cts-stage hold buffer count 0, final setup fails 0, Core Region roughly 80000 um^2, clk sinks 335, slowest CP cell buf_4, Max Transition Viols Final 0, CP startpoint kind input pin, placed cell area between 30000 and 40000 um^2, Synth async-reset ratio 0%, DRC 0, Yosys Chip Area around 32000 um^2, HPWL after detailed placement around 130000 um, pre-CTS setup slack approximately 18 ns, Clock Tree Root clkbuf_16, Pwr Density approximately 35 nW/um^2, post-synthesis sequential area ratio between 20% and 30%, Worst-path clk slew 0.06 ns, post-CTS setup buffers 0, syn avg cell area between 8 and 9 um^2, Rel. slew slack a little under a third, Synth Cell Area about 32000 um^2, Reg2Reg Setup Slack between 20 and 30 ns, distinct lib cells 93, OpenROAD warning count 29, Max-Cap Viols 0, GPL Wtd Cong ~1.1, min-delay worst type reg2reg, worst-margin pin slew 1.008 ns, f_max a little under 70 MHz, min-delay src ready$_SDFFE_PP0P_, number of synthesized register bits ~340, DR WL/cell around 34 um, outcome finished, final reports clean, Final Skew about 0.028 ns, vias ~35000, maximum root-to-sink buffer count 3, GR Overflow Total 0, maximum VDD drop about 0.035 mV, vias in the first global route ~32000, H-tree depth 2, ys cells roughly 4000, crit-path cells buf_2 -> buf_4 -> mux2_2 -> clkdlybuf4s50_1, Pleak ~13 nW, antenna viol nets, final 0, first-pass GRT wire length approximately 240000 um, total CTS buffers about 42
## per-stage QoR
step,power [mW],util [%],cells
floorplan,0.6696,-,3977
global placement,0.8042,44.63,5051
detailed placement,0.8029,44.63,5051
CTS,1.269,46.31,5127
global route,1.315,46.31,5128
finish,1.277,46.35,5138
## registers in the layout, indices dropped and copies added (netlist names)
register	flops
state	6
rem_res	64
dividend	129
quo_res	64
cnt	7
ready	1
divisor	64
## layout make-up
| type | count | area [um^2] |
|---|---|---|
| Antenna cell | 11 | 27.53 |
| Clock buffer | 55 | 1141 |
| Clock inverter | 21 | 190.2 |
| Fill cell | 7864 | 42520 |
| Inverter | 123 | 461.7 |
| Multi-Input combinational cell | 3188 | 21820 |
| Sequential cell | 335 | 8642 |
| Tap cell | 1050 | 1314 |
| Timing Repair Buffer | 355 | 3133 |
## worst max-delay path by stage
stage               to  slack, ns  cells past startpoint
6_report  result_o[18]      17.80                      4
5_1_grt   result_o[18]      17.74                      4
4_1_cts   result_o[18]      17.82                      4
## cell usage after synthesis, drive strengths merged, types with 31 or more instances
cell type / instances
nor2: 400
nand2: 323
clkbuf: 277
a21oi: 252
o21ai: 212
edfxtp: 193
xnor2: 175
a22oi: 156
nor3: 147
dfxtp: 142
ha: 136
inv: 120
xor2: 111
nand3: 96
nor4: 88
mux2: 83
nand4: 79
or3: 75
mux2i: 69
nand2b: 65
o221ai: 59
a221oi: 55
buf: 54
o211ai: 51
mux4: 48
a31oi: 44
a211oi: 43
a21o: 39
or4: 39
o31ai: 31
## metal layers
metal	up-vias	global-route usage [%]	wire length (um)	share of wire (%)
met2	2276	58.78	70700	40
met1	16664	60.70	68750	39
li1	15212	-	-	-
met5	-	0	48	0.027
met4	8	22.74	11350	6.5
met3	456	18.94	24180	14
## placed cells by master (no fill, tap or decap), types with 18 or more instances in the layout
cell type,netlist,layout
o21ai_0,206,206
nand2_1,323,321
xor2_1,111,111
xnor2_1,175,175
nor4_1,83,81
o211ai_1,51,51
a221oi_1,55,55
nor2_1,398,395
a21oi_1,252,250
ha_1,136,136
a31oi_1,44,44
edfxtp_1,193,193
o31ai_1,31,31
nand2b_1,65,65
a211oi_1,43,42
or3_1,71,71
mux4_2,44,44
nor3_1,147,146
buf_4,0,158
and3_1,27,26
nand3_1,96,96
inv_1,118,117
a21o_1,39,39
mux2i_1,69,69
nor2b_1,20,20
a221o_1,18,18
nand3b_1,19,19
clkbuf_16,0,43
or4_1,33,33
mux2_2,83,83
clkdlybuf4s50_1,0,192
dfxtp_1,142,139
o221ai_1,59,59
and2_1,22,22
a22oi_1,156,156
nand4_1,79,79
## cells by family (layout without fill, tap and decap cells)
logic type,after synthesis,after routing,synth area share [%]
buf+inv,454,554,5.527
fa+ha+maj,137,137,5.356
compound gates,1110,1110,23.43
xor+xnor,286,286,7.793
other cells,0,11,0
simple gates,1455,1455,22.55
flops,335,335,26.87
mux,200,200,8.466
## worst max-delay path, delay by kind of cell
kind	cells	cell delay, ns
multiplexers	1	0.41
buffers and inverters	3	1.12
## where the power goes
group	internal, mW	switching (mW)	total (mW)
Combinational	0.108	0.211	0.319
Sequential	0.469	0.0212	0.490
Clock	0.261	0.207	0.468
Total	0.838	0.439	1.28
Power is estimated from default activity; no workload was simulated.
