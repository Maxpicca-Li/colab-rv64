**./design.v**
```verilog
module regfile #(
    parameter int REG_NUM = 32,
    parameter int DATA_WIDTH = 32,
    parameter int READ_PORTS = 2,
    parameter int WRITE_PORTS = 1,
    parameter int ZERO_KEEP = 1
)(
    input  clk,
    input  rst,
    input  logic [READ_PORTS-1:0][$clog2(REG_NUM)-1:0]  raddr,
    output logic [READ_PORTS-1:0][DATA_WIDTH-1:0]       rdata,
    input  logic [WRITE_PORTS-1:0]                      wen,
    input  logic [WRITE_PORTS-1:0][$clog2(REG_NUM)-1:0] waddr,
    input  logic [WRITE_PORTS-1:0][DATA_WIDTH-1:0]      wdata
);
    logic [REG_NUM-1:0][DATA_WIDTH-1:0] rf, rf_new;
    for(genvar i=0; i<READ_PORTS; ++i) begin
        assign rdata[i] = rf[raddr[i]];
    end
    always_comb begin
        rf_new = rf;
        for(integer i=0; i<WRITE_PORTS; ++i) begin
            if(wen[i] && waddr[i]!=0) begin
                rf_new[waddr[i]] = wdata[i];
            end
        end
    end
    always_ff @(posedge clk) begin
        if(rst) rf <= '0;
        else rf <= rf_new;
    end
endmodule
```
**./run.sh**
```bash
#!/bin/bash
# OpenROAD 26Q1-2900-gdf79404cd8, Yosys 0.63+post, stock flow scripts
make -C /OpenROAD-flow-scripts/flow DESIGN_CONFIG=/design/flow/config.mk WORK_HOME=/design/flow/orfs finish
```
**./config.mk**
```make
export PLATFORM = sky130hd
export DESIGN_NAME = regfile
export DESIGN_NICKNAME = regfile
export VERILOG_FILES = /design/flow/design.v
export SDC_FILE = /design/flow/constraint.sdc
export NUM_CORES = 4
export LEC_CHECK = 1
export CORE_UTILIZATION = 50
```
**./constraint.sdc**
```tcl
current_design regfile

set clk_period 243.6
set clk_io_pct 0.2

create_clock -name clk0 -period $clk_period [get_ports {clk}]

set non_clock_inputs [all_inputs -no_clocks]
set_input_delay [expr $clk_period * $clk_io_pct] -clock clk0 $non_clock_inputs
set_output_delay [expr $clk_period * $clk_io_pct] -clock clk0 [all_outputs]
```
==> summary.txt <==
The run has ended; figures from its reports follow.

The area of the placeable core is 0.105 mm^2. Ranked by flip-flop count, first place goes to rf. The via count of the first global-routing pass is 47130.

Walking the worst path, the cells encountered are buf_8, buf_4, buf_4, buf_4, buf_4, mux2i_1, a22o_1, nor3_1, a31oi_1, nand3_1, clkdlybuf4s50_1. Fill cells in the final layout number 9628. The clock net in this run drives a total of 1024 sinks. The global-route congestion overflow total came out at 0.

The area of the mapped netlist came out at roughly 0.053 mm^2. The worst endpoint data arrival time is around 54000 ps. The starting density of the core is between 50% and 60%.

The clock latency on the worst-skew pair came out at 700 ps. The horizontal extent of the die is 328 um. The post-CTS setup buffer count is 0. Per the timing report, the biggest fanout along the worst path comes to 62. In the finished design, the share of the clock period the worst path needs comes to approximately two fifths. The synthesis report names the predominant flop master as sky130_fd_sc_hd__dfxtp_1. The area taken by multi-input combinational cells is reported as 0.0299 mm^2. The global-route wire length before repair came out at 314000 um. The portion of the post-synthesis area used by sequential elements came out at 38.6%. After synthesis, the netlist uses 45 different library cells. The area used by sequential logic in the layout is 0.0205 mm^2. The number of failing hold endpoints at the final stage is 0. The actual transition at the worst max-transition pin is ~1100 ps. The number of clock buffers inserted by TritonCTS came out at 112. The stage logs contain a warning count of 32. The number of buffers added on ports is 113.

The worst hold path begins at rf[155]$_SDFFE_PP0P_. The synth_stat.txt file lists the number of cells as 6878. The static leakage came out at 0.0214 uW.

The layout overhead on the synthesized area came out at 10.3%. Setup repair after global routing left no endpoint under its margin. The required time at the endpoint of the critical path is 194880 ps. The report lists the power per cell area as ~6.7 mW/mm^2. The total wire length is between 200000 and 250000 um. In the final layout, the registers with the most flip-flops are rf (1024). The cell type of the slowest stage on the worst timing path is sky130_fd_sc_hd__buf_4. The worst reg2reg path endpoint is rf[531]$_SDFFE_PP0P_.

The run finished with clean final reports. The number of remaining DRC errors is 0. The vertical extent of the die came out at 328 um. The area enclosed by the die boundary is 0.108 mm^2. Detailed routing inserted a total of between 50000 and 60000 vias. The sum of negative setup slack is 0 ps. The largest single stage delay on the critical path is 750 ps. After floorplanning, the core was divided into around 120 placement rows. The routed wirelength normalized by instance count came out at 26.7 um. The type of the tightest min-delay check is register to register. The worst register-to-register path begins at rf[531]$_SDFFE_PP0P_. Once layout is complete, the cells apart from fillers number 8104. The number of antenna violations at the first check in global routing came out at 6.

The post-synthesis sequential element count came out at 1024. Once detailed placement completed, the half-perimeter wirelength came to 124000 um. The synthesized design contains 0 enable-type register cells.

The count of cells resized by post-cts repair is 0. The cell count after placement came out at roughly 7900. The maximum number of pins on one net before global-route repair came out at 163.

The post-route minimum period came out at 102280 ps. The share of flip-flops with an asynchronous set or reset after synthesis is 0%. After synthesis, the chip area reported by Yosys is about 0.053 mm^2. The post-route antenna net violation count is 0.

The highest ir drop seen on vdd is 0.00000547 V. In this run the clock root is driven by a sky130_fd_sc_hd__clkbuf_16. The endpoint of the worst hold path is reported as rf[155]$_SDFFE_PP0P_. The highest attainable clock frequency came out at about 10 MHz. A synthesized cell averages ~7.7 um^2. The I/O pin count came out at 114. Counting stages on the worst path, the most repeated cell is sky130_fd_sc_hd__buf_4. The final number of setup-violating endpoints came out at 0. The warning count from the yosys run is 1. The fraction of final layout cells sized beyond drive strength 1 is 6.77%. The timing report gives the clock slew at the launch and capture registers of the worst setup and hold paths as 60 ps.

Hold repair after CTS inserted 0 buffers. Summed over all routing layers, the global router reports a total usage of 40.8%. STA reports a reg2reg setup slack of 242860 ps.

The worst slew margin relative to its limit came out at 29.0%. The number of H-tree levels came out at 3. The kind of critical path is primary input to output port. STA classifies the critical path startpoint as a primary input. The number of buffers on the longest clock path is 3. The iteration tally of the first detailed-router pass is 6. The worst hold path was traced through 2 stages.

For this block, the initial DRC count from the detailed router was ~5400. TritonCTS built the clock tree. The number of instances in the synthesized netlist came out at 6878. STA classifies the critical path endpoint as an output port. The setup clock skew after layout came out at 0 ps. The final count of pins violating max slew came out at 0. The number of cells on the worst reg-to-reg path is 2.

The number of max-cap violations came out at 0. Per the detail_route report, vias per standard cell equal 6.28. The global placement routability congestion came out at 0.975.

The number of flip-flops under the largest register name came out at 1024.
## cells by family after synthesis
kind of cell | after synthesis | synth area share [%]
AND/OR/NAND/NOR | 2577 | 19.7
AND-OR/OR-AND | 1572 | 16.8
multiplexers | 1024 | 19.3
flip-flops | 1024 | 38.6
buffers and inverters | 677 | 5.57
XOR/XNOR | 2 | 0.0330
adder cells (fa/ha/maj) | 2 | 0.0471
## critical path: cells and delay by family
family,cells,cell delay [ps]
mux,1,260
compound gates,2,460
buf+inv,6,3700
simple gates,2,270
## routing by layer
| layer | GRT usage [%] | part of all wire, % | wire length (um) | vias to the layer above |
|---|---|---|---|---|
| met1 | 56.9 | 39 | 84900 | 24420 |
| met2 | 59.3 | 43 | 93900 | 2745 |
| met5 | 0.843 | 0.070 | 152 | - |
| met3 | 12.5 | 12 | 25200 | 693 |
| li1 | - | - | - | 23068 |
| met4 | 18.7 | 5.6 | 12200 | 6 |
## power by group
| part | total, uW | internal [uW] | switching (uW) | leakage, uW |
|---|---|---|---|---|
| logic | 43.2 | 14.0 | 29.3 | 0.0112 |
| clock network | 180 | 106 | 73.9 | 0.00193 |
| registers | 170 | 169 | 1.11 | 0.00825 |
| total | 393 | 289 | 104 | 0.0214 |
## layout by cell type, fill, tap and decap left out, drive strengths merged, types with 2 or more instances in the layout
cell type      count
clkinv            27
a22o             128
a31oi             64
dfxtp           1024
a22oi            192
bufinv            10
inv                7
nor4b              3
or2                4
nand2b             7
and2               4
nand3            204
mux2i           1024
buf              184
clkinvlp           5
a21oi           1185
clkbuf           166
nor4               7
nor2              22
nand4             10
nor3              67
and3              11
nor2b             37
and4               4
diode              3
ha                 2
clkdlybuf4s50    110
nand2           2192
## synth_stat cells, drive strengths merged, types with 10 or more instances
master	n	area share [%]
nor2b	37	0.44
clkbuf	388	2.7
and3	11	0.13
a21oi	1185	11
buf	286	2.8
nand3	204	1.9
a22oi	192	2.7
mux2i	1024	19
dfxtp	1024	39
a31oi	64	0.75
nand4	10	0.12
nor3	67	0.64
nor2	22	0.21
a22o	128	2.1
nand2	2192	15
## how the worst max path moves through the flow
| stage | startpoint | end | slack [ps] | depth (start not counted) |
|---|---|---|---|---|
| 5_1_grt | raddr[6] | rdata[52] | 141180 | 11 |
| 6_report | raddr[6] | rdata[52] | 141320 | 11 |
| 4_1_cts | raddr[6] | rdata[52] | 141410 | 11 |
## layout make-up
type                    count  area share [%]
well taps                1391            2.97
multi-input cells        5177            51.0
inverters                   3          0.0192
repair buffers            294            4.38
clock inverters            46           0.878
clock buffers             166            5.75
flip-flops and latches   1024            35.0
diodes                      3          0.0128
## metrics by stage
| stage | hold WS [ps] | power (uW) | utilization (%) | setup WS, ps | instance area (um^2) |
|---|---|---|---|---|---|
| floorplan | 444 | 199 | - | 144830 | 53100 |
| global placement | 453 | 215 | 52.0 | 141450 | 54700 |
| detailed placement | 459 | 215 | 52.0 | 141410 | 54700 |
| CTS | 467 | 393 | 55.6 | 141410 | 58600 |
| global route | 479 | 402 | 55.6 | 141180 | 58600 |
| finish | 466 | 393 | 55.7 | 141320 | 58600 |
No activity file was given, so power comes from the tool's default toggle rates.
